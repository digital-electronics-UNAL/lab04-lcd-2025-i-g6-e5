## design/flow/config.mk

```make
export PLATFORM = sky130hd
export DESIGN_NAME = LCD1602_controller
export DESIGN_NICKNAME = LCD1602_controller
export VERILOG_FILES = /design/flow/design.v
export SDC_FILE = /design/flow/constraint.sdc
export NUM_CORES = 4
export LEC_CHECK = 1
export CORE_UTILIZATION = 40
```

## design/flow/run.sh

```bash
#!/bin/bash
# OpenROAD 26Q1-2900-gdf79404cd8, Yosys 0.63+post, stock flow scripts
make -C /OpenROAD-flow-scripts/flow DESIGN_CONFIG=/design/flow/config.mk WORK_HOME=/design/flow/orfs finish
```

## design/flow/design.v

```verilog
module LCD1602_controller #(
    parameter NUM_COMMANDS = 4,
    NUM_DATA_ALL = 32,
    NUM_DATA_PERLINE = 16,
    DATA_BITS = 8,
    COUNT_MAX = 800000
)(
    input clk,
    input reset,
    input [DATA_BITS-1:0] din_data,   
    output reg rs,
    output reg rw,
    output enable,
    output reg [DATA_BITS-1:0] data
);
localparam IDLE              = 3'b000;
localparam STORE_DATA        = 3'b001;
localparam CONFIG_CMD1       = 3'b010;
localparam WR_STATIC_TEXT_1L = 3'b011;
localparam CONFIG_CMD2       = 3'b100;
localparam WR_STATIC_TEXT_2L = 3'b101;
reg [2:0] fsm_state;
reg [2:0] next_state;
reg clk_16ms;
localparam CLEAR_DISPLAY              = 8'h01;
localparam SHIFT_CURSOR_RIGHT         = 8'h06;
localparam DISPON_CURSOROFF           = 8'h0C;
localparam LINES2_MATRIX5x8_MODE8bit  = 8'h38;
localparam START_2LINE                = 8'hC0;
reg [$clog2(COUNT_MAX)-1:0] clk_counter;
reg [$clog2(NUM_COMMANDS):0] command_counter;
reg [$clog2(NUM_DATA_PERLINE):0] data_counter;
reg [$clog2(NUM_DATA_ALL):0] input_counter;
reg [DATA_BITS-1:0] static_data_mem [0:NUM_DATA_ALL-1];
reg [DATA_BITS-1:0] config_mem [0:NUM_COMMANDS-1];
always @(posedge clk) begin
    if (clk_counter == COUNT_MAX-1) begin
        clk_16ms <= ~clk_16ms;
        clk_counter <= 0;
    end else begin
        clk_counter <= clk_counter + 1;
    end
end
initial begin
    fsm_state <= IDLE;
    rs <= 0;
    rw <= 0;
    data <= 0;
    clk_16ms <= 0;
    clk_counter <= 0;
    input_counter <= 0;
    config_mem[0] <= LINES2_MATRIX5x8_MODE8bit;
    config_mem[1] <= SHIFT_CURSOR_RIGHT;
    config_mem[2] <= DISPON_CURSOROFF;
    config_mem[3] <= CLEAR_DISPLAY;
end
always @(posedge clk_16ms) begin
    if (!reset)
        fsm_state <= IDLE;
    else
        fsm_state <= next_state;
end
always @(*) begin
    case (fsm_state)
        IDLE: begin
            next_state = STORE_DATA;
        end
        STORE_DATA: begin
            next_state = (input_counter == NUM_DATA_ALL) ? CONFIG_CMD1 : STORE_DATA;
        end
        CONFIG_CMD1: begin
            next_state = (command_counter == NUM_COMMANDS) ? WR_STATIC_TEXT_1L : CONFIG_CMD1;
        end
        WR_STATIC_TEXT_1L: begin
            next_state = (data_counter == NUM_DATA_PERLINE) ? CONFIG_CMD2 : WR_STATIC_TEXT_1L;
        end
        CONFIG_CMD2: begin
            next_state = WR_STATIC_TEXT_2L;
        end
        WR_STATIC_TEXT_2L: begin
            next_state = (data_counter == NUM_DATA_PERLINE) ? IDLE : WR_STATIC_TEXT_2L;
        end
        default: next_state = IDLE;
    endcase
end
always @(posedge clk_16ms) begin
    if (!reset) begin
        command_counter <= 0;
        data_counter <= 0;
        input_counter <= 0;
        data <= 0;
        rs <= 0;
        last_sw_data <= 0;   
    end else begin
        case (fsm_state)
            IDLE: begin
                command_counter <= 0;
                data_counter <= 0;
                input_counter <= 0;
                rs <= 0;
                data <= 0;
                last_sw_data <= 0;   
            end
            STORE_DATA: begin
                if ((din_data != last_sw_data) && (input_counter < NUM_DATA_ALL)) begin
                    static_data_mem[input_counter] <= din_data;
                    input_counter <= input_counter + 1;
                    last_sw_data <= din_data;   
                end
            end
            CONFIG_CMD1: begin
                rs <= 0;
                data <= config_mem[command_counter];
                command_counter <= command_counter + 1;
            end
            WR_STATIC_TEXT_1L: begin
                rs <= 1;
                data <= static_data_mem[data_counter];
                data_counter <= data_counter + 1;
            end
            CONFIG_CMD2: begin
                rs <= 0;
                data <= START_2LINE;
                data_counter <= 0;
            end
            WR_STATIC_TEXT_2L: begin
                rs <= 1;
                data <= static_data_mem[NUM_DATA_PERLINE + data_counter];
                data_counter <= data_counter + 1;
            end
        endcase
    end
end
assign enable = clk_16ms;
endmodule
```

## design/flow/constraint.sdc

```tcl
current_design LCD1602_controller

set clk_period 6.7
set clk_io_pct 0.2

create_clock -name clk0 -period $clk_period [get_ports {clk}]

set non_clock_inputs [all_inputs -no_clocks]
set_input_delay [expr $clk_period * $clk_io_pct] -clock clk0 $non_clock_inputs
set_output_delay [expr $clk_period * $clk_io_pct] -clock clk0 [all_outputs]
```

==> run notes <==
run metrics: status finished clean, yosys stat area 0.01253 mm2, fin crit share between 40% and 50%, relative slew slack between 40% and 50%, Post-Route WL around 24,000 um, Min-Delay Path Depth 1, endpoints left unconstrained 553, Finished Layout Cells 1,175, RSZ-0062 raised after global routing false, worst skew pair latency ~0.25 ns, Die H ~180 um, register area share after synthesis 69.89%, Tightest Hold Check Type reg2reg, FF-to-FF setup slack 4.80 ns, share of cells above drive strength 1 11.04%, leakage dissipation 0.003889 uW, Max VDD drop around 0.090 mV, biggest area cells edfxtp_1 (62%), dfxtp_1 (8.3%), mux4_2 (6.8%), clk slew on worst S/H paths 0.06 ns, Worst EP arrival between 1.5 and 2 ns, Setup CP Type reg2out, min-delay src clk_counter[0], ys async rst share 0%, Final TNS setup 0 ns, Comb area 0.003501 mm2, Switching Fraction approximately a quarter, Int Power approximately 240 uW, Post-Syn Area approximately 0.013 mm2, core area ~0.03 mm2, Power Dens Cells roughly 24 mW/mm2, # DRC 0, H-Tree Depth 1, cell row count between 60 and 70, number of enable flip-flop cells roughly 260, design area between 0.01 and 0.015 mm2, Layout Skew between 0.004 and 0.005 ns, syn avg cell area approximately 16 um2, number of DRC markers in iteration 0 308, Min Clock Period, post-route between 3 and 4 ns, via count of the first global-routing pass 6,454, Startpoint Class flip-flop, CTS root buffer clkbuf_16, max_cap viols 0, diode count 0, element type at the critical path end output port, Final ANT Viol Nets 0, Layout area overhead 5.581%, cell count after synthesis about 780, Die Width about 180 um, final setup violation count 0, first-pass GRT wire length between 30,000 and 40,000 um, final core utilization a little over two fifths, # fillers 2,701, vias post-DR between 6,000 and 7,000, Worst EP required ~5.4 ns, post_cts resized 0, cell type with the largest total area edfxtp_1, drt via density 5.413, hold endpoint clk_counter[0], pins over their slew limit 0, DR WL/cell 20.81 um, largest net degree at the start of global routing roughly 110, Synth cell types between 50 and 60, Net Sw Power approximately 77 uW, Logic pwr share a little over an eighth, Register Area just under 0.009 mm2, floorplan core density roughly 41%, Critical Path Fanout Max a little under 100, initial antenna violation count 0, cells in synth_stat.txt about 780, final hold slack ~0.45 ns, FF+latch count, synth slightly above 300, DP Area ~0.013 mm2, TritonCTS Buffers 3, worst slew pin tran 0.8923 ns, clock network fraction of design power between 30% and 40%, number of OpenROAD warnings 32, Top cell area share between 60% and 70%, buffer depth of the longest clock path 2, R2R cell count 4, I/O Pins 21, gr usage total between 10% and 20%, fmax between 300 and 400 MHz, Dominant flop cell edfxtp_1, RR Startpoint clk_counter[0], number of placed instances, taps included 1,171, gpl congestion just under 0.8, GR Overflow Total 0, YS warnings 5, endpoints failing hold 0, reg2reg end clk_16ms, hpwl dp 15,490 um, cts hold-fix bufs 0, first drt pass iteration count 5, Post-CTS Setup Repair Bufs 0, die area around 0.032 mm2, part of the power in registers 47.7%, register pins left without a clock about 290, port buffer count 19, TritonCTS clock tree done
==> metrics by stage <==
stage	power [uW]	setup slack, ns
CTS	326.7	3.487
global placement	198.3	3.792
finish	320.6	3.507
detailed placement	199.2	3.780
floorplan	161.3	1.830
global route	334.7	3.415
==> placed cells by master, fill, tap and decap left out, types with 13 or more instances in the layout <==
cell type and instances:
mux2i_1 41, a21oi_1 14, nand2_1 43, clkdlybuf4s50_1 19, nor2_1 60, edfxtp_1 257, dfxtp_1 49, xor2_1 13
buf_4 21, a22oi_1 17, o21ai_0 14, mux2_2 14, nand3_1 20, mux4_2 38
==> metal layers <==
metal	vias to the layer above	share of wire, %	GRT usage [%]	wire (um)
met5	-	0	0	0
met4	0	1.1	1.554	267
met3	12	6.4	4.864	1572
met2	180	49	27.38	11980
met1	3176	43	27.11	10630
li1	2992	-	-	-
==> how the worst max path moves through the flow <==
stage / from / end / slack, ns / cells after the start
CTS: clk_16ms / enable / 3.49 / 2
global route: clk_16ms / enable / 3.41 / 2
finish: clk_16ms / enable / 3.51 / 2
==> power by group through the flow <==
| stage | clock network [uW] | logic, uW | registers, uW |
|---|---|---|---|
| CTS | 130 | 43.6 | 153 |
| global route | 135 | 46.9 | 153 |
| finish | 126 | 41.7 | 153 |
==> synth_stat cells, types with 3 or more instances <==
library cell    n
nand4_1         3
mux4_1          4
and3_1          4
nor3_1          6
dfxtp_1        52
nand2_1        43
nand3b_1        5
o211ai_1       10
clkbuf_1       16
and2_1          6
a211oi_1        9
a21o_1          3
or3_1           3
a21oi_1        14
buf_2           7
a22o_1          6
nor2_1         60
xnor2_1        10
nand2b_1        5
mux4_2         38
mux2i_1        41
mux2_2         14
buf_4           8
a32o_1          8
inv_1           9
buf_6           3
edfxtp_1      257
o22ai_1        10
a22oi_1        17
buf_1           5
nor3b_1         6
o21ai_0        14
nor2b_1        10
nand3_1        20
xor2_1         13
ha_1            9
==> registers in the layout, summed over array words and instances, names as in the netlist, named ones only <==
name,flops
fsm_state,3
command_counter,3
last_sw_data,1
rs,1
static_data_mem,256
data_counter,5
data,8
input_counter,6
clk_16ms,1
clk_counter,20
==> cell type report <==
cell class | instances | area share, %
clock buffer | 3 | 0.5674
clock inverter | 1 | 0.05674
inverter | 10 | 0.2837
multi-input combinational | 416 | 26.46
sequential | 309 | 66.26
tap | 396 | 3.745
timing repair buffer | 40 | 2.629
==> worst max-delay path: stages (launching register included) <==
cell and delay [ns]:
edfxtp_1 0.33, buf_4 0.63, clkdlybuf4s50_1 0.60
==> logic make-up (layout without fill, tap and decap cells) <==
kind of cell    after synthesis  count (layout)  share of synthesized area, %
other cells                   1               1                       0.02992
mux                          97              97                         12.20
xor+xnor                     23              23                         1.607
compound gates              102             102                         5.861
buf+inv                      51              54                         2.177
flops                       309             309                         69.89
fa+ha+maj                     9               9                        0.8986
simple gates                184             184                         7.338
Power and IR drop assume default switching activity.
